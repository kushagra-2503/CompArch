[design/flow/run.sh]
#!/bin/bash
# OpenROAD 26Q1-2900-gdf79404cd8, Yosys 0.63+post, stock flow scripts
make -C /OpenROAD-flow-scripts/flow DESIGN_CONFIG=/design/flow/config.mk WORK_HOME=/design/flow/orfs finish
[design/flow/config.mk]
export PLATFORM = sky130hd
export DESIGN_NAME = pc
export DESIGN_NICKNAME = pc
export VERILOG_FILES = /design/flow/design.v
export SDC_FILE = /design/flow/constraint.sdc
export NUM_CORES = 4
export LEC_CHECK = 1
export CORE_AREA = 10 10 93 93
export DIE_AREA = 0 0 103 103
[design/flow/constraint.sdc]
current_design pc

set clk_period 6.5
set clk_io_pct 0.2

create_clock -name clk0 -period $clk_period [get_ports {clk}]

set non_clock_inputs [all_inputs -no_clocks]
set_input_delay [expr $clk_period * $clk_io_pct] -clock clk0 $non_clock_inputs
set_output_delay [expr $clk_period * $clk_io_pct] -clock clk0 [all_outputs]
[design/flow/design.v]
module pc(count, clk, rst);
	input clk, rst;
	output [31:0]count;
	reg [31:0]count;
	always @(posedge clk)
		if(!rst)
			count = count + 1;
		else
			count = 0;
endmodule
module TBPC;
	reg clk, rst;
	wire [31:0]count;
	pc p(count, clk, rst);
	initial begin
		repeat(1000)
			#5 clk = ~clk;
	end
  initial begin
    $monitor($time, " Reset = %b, Count= %b.", rst, count);
    #0  clk = 1'b0; rst = 1'b1;
    #11  rst = 1'b0;
  end
endmodule
==> out/summary.txt <==
Switch share: 21.0%
GRT Util Overall: 7.17%
Worst hold slack: 475 ps
Post-route ant nets: 0
Slowest cell delay on critical path: 520 ps
Max-slew violations: 0
Clock Tree Buf Depth: 2
Max Cap Violations: 0
Arr. time, crit path: 1250 ps
WL/cell: 12.8 µm
MUX share of area: 3.05%
Flop area: 641 µm²
Worst path cell trace: clkdlybuf4s50_1
Comb power frac: 2.9%
Worst-path clk slew: 60 ps
HPWL after DPL: 2.49 mm
Top cell excl fill/tap: clkdlybuf4s50_1
Core area: 0.00676 mm²
Peak VDD IR: 0.0000592 V
Die height: 103 µm
Die area: 0.0106 mm²
Worst Tran Pin Value: 542 ps
Adder Area Share: 0.848%
Crit path max fanout: 6
Leakage: 0.573 nW
Slew HR: 63.8%
XOR/XNOR Fraction of Synth Area: 5.34%
Final period util: 39.3%
Final hold vios: 0
Vias: 1321
Setup TNS: 0 ps
Clock period minus worst slack: 2550 ps
Initial antenna violation count: 0
Register share after synthesis: 43.4%
Area of the mapped netlist: 0.00148 mm²
Setup CP Type: reg2out
Post-Route WL: 3.59 mm
# Post-CTS Setup Buffers: 0
Fillers: 711
Buf/Inv on CP: 1
Yosys aoi share: 13.4%
Syn_area_per_cell: 8.78 µm²
Status: finished clean
Crit path from: count[2]
Distinct lib cells: 29
TritonCTS clock tree: done
Chip Area, Yosys: 0.00148 mm²
Pwr dens: 188 mW/mm²
Cell total in the yosys stat output: 168
Post-place setup slack: 3910 ps
Fmax: 0.392 GHz
H-tree depth: 2
CTS root buf: clkbuf_8
CP required: 5200 ps
Seq pwr share: 54.6%
Number of global-route vias before repair: 1335
Max FFs per register: 32
Cts bufs inserted: 5
Number of DRC markers in iteration 0: 137
First-pass GRT wire length: 6.24 mm
Crit path capture type: output port
Clk pwr share: 42.5%
Syn Inst Count: 168
Basic Gates by Area: 29.1%
Top non-seq family: simple AND/OR/NAND/NOR gates
Top Ports: 34
First-pass DRT Iterations: 4
Synthesis Warnings: 1
Final Setup Violations: 0
Setup repair after global routing missed its margin: false
Initial Util: 21.8%
Skew final: 3.44 ps
Ant diodes: 0
Largest net degree at the start of global routing: 37
Comb gate area: 763 µm²
Post-synth regs: 32
Final WS setup: 3950 ps
Hold Buf Count CTS: 0
Hold Path Class: reg2reg
Crit-path leading delay family: buffers and inverters
Via density: 4.70
Slowest CP cell: clkdlybuf4s50_1
Tot Pwr: 0.000366 W
Clk ins delay skew pair: 280 ps
Port-buffer cells: 33
Drc violations: 0
Cts repair resizes: 0
Crit start category: flop
Most frequent cells in the layout: 33 x clkdlybuf4s50_1, 32 x dfxtp_1, 17 x a21oi_1
P_sw: 0.0000767 W
P&R area growth vs syn: 32.2%
Tool warnings: 25
Placer Congestion: 0.761
Grt total ovfl: 0
FP Rows: 30
Hold Startpoint: count[0]
Clk sinks: 32
Pint: 0.000289 W
Die width: 103 µm
Critical R2R Launch: count[2]
Layout cells sized above 1: 6.47%
[through the flow]
stage | cell area (µm²) | cells | util [%]
after global routing | 1950 | 281 | 28.9
final | 1950 | 281 | 28.9
after CTS | 1950 | 281 | 28.9
after detailed placement | 1860 | 273 | 27.5
after global placement | 1860 | 273 | 27.5
after floorplan | 1480 | 168 | -
[power by group through the flow]
stage | Clock, W | Combinational, W | Sequential [W]
4_1_cts | 0.000161 | 0.0000108 | 0.000200
5_1_grt | 0.000170 | 0.0000119 | 0.000200
6_report | 0.000156 | 0.0000105 | 0.000200
[kinds of logic after synthesis]
logic type,after synthesis
AOI/OAI and AO/OA,34
xor gates and xnor gates,9
adders and majority gates,1
buffers and inverters,14
DFF,32
muxes,4
and+or+nand+nor,74
[cell type report]
class	instances	area share, %
sequential	32	32.8
multi-input combinational	122	39.1
clock buffer	8	4.62
timing repair buffer	34	17.3
inverter	5	0.962
tap	80	5.13
[per-layer routing]
metal / share of wire (%) / up-vias / wire, µm / GRT usage [%]
li1: - / 682 / - / -
met1: 46 / 610 / 1650 / 9.43
met2: 44 / 27 / 1570 / 11.1
met3: 9.8 / 2 / 353 / 2.98
met4: 0.45 / 0 / 16 / 0.856
met5: 0 / - / 0 / 0
[cell usage after synthesis, drive strengths merged]
master / instances / share of area [%]
or4b: 1 / 0.68
or4: 13 / 6.9
nand2: 11 / 2.8
or3b: 1 / 0.59
o21ai: 6 / 2.0
nor2b: 5 / 2.1
buf: 5 / 2.5
a21oi: 17 / 5.8
o31ai: 11 / 5.6
clkbuf: 4 / 1.0
nor2: 14 / 3.6
nor3b: 1 / 0.51
ha: 1 / 0.85
nor4: 3 / 1.3
or3: 6 / 2.5
nand4: 5 / 2.1
dfxtp: 32 / 43
and4: 3 / 2.0
xor2: 4 / 2.4
nor3: 2 / 0.68
inv: 5 / 1.3
nand3: 9 / 3.4
mux2: 4 / 3.1
xnor2: 5 / 3.0
[worst paths after layout]
path,to,slack (ps),cells after the start
setup reg to reg,count[21],4180,4
setup / recovery,count[2],3950,1
hold / removal,count[0],480,1
hold reg to reg,count[0],480,1
Power is estimated from default activity; no workload was simulated.
