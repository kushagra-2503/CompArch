==> flow/design.v <==
module f_adder32(carry, res, a, b, cin);
	input [31:0] a, b;
	input cin;
	output carry;
	output [31:0] res;
	assign {carry, res} = a + b + cin;
endmodule
==> flow/run.sh <==
#!/bin/bash
# OpenROAD 26Q1-2900-gdf79404cd8, Yosys 0.63+post, stock flow scripts
make -C /OpenROAD-flow-scripts/flow DESIGN_CONFIG=/design/flow/config.mk WORK_HOME=/design/flow/orfs finish
==> flow/config.mk <==
export PLATFORM = sky130hd
export DESIGN_NAME = f_adder32
export DESIGN_NICKNAME = f_adder32
export VERILOG_FILES = /design/flow/design.v
export SDC_FILE = /design/flow/constraint.sdc
export NUM_CORES = 4
export LEC_CHECK = 1
export CORE_AREA = 10 10 89 89
export DIE_AREA = 0 0 99 99
==> flow/constraint.sdc <==
current_design f_adder32

set clk_period 11.3
set clk_io_pct 0.2

create_clock -name clk0 -period $clk_period

set non_clock_inputs [all_inputs -no_clocks]
set_input_delay [expr $clk_period * $clk_io_pct] -clock clk0 $non_clock_inputs
set_output_delay [expr $clk_period * $clk_io_pct] -clock clk0 [all_outputs]
==> out/metrics.cfg <==
[timing]
finalHoldViolCount=0
fin_setup_tns_ns=0
fin_crit_sh_pct=69.0
setup_ws_ns=3.51
max_freq_ghz=0.128
tightest_slew_ns=0.753
finalCriticalPeriod_ns=7.79
slew_headroom_pct=49.2
rsz0062_at_grt=false
slew_viol_final=0
setup_viol=0

[final_layout]
utilization_pct=48.1
final_layout_size_suffix_gt1_share_pct=3.13
nFlopsAndLatches=0
nFillCells=618
final-comb-area_um2=1780
regArea_um2=0
clockBufferCount=0
area_growth_pct=55.5

[synth]
synth_seq_share_pct=0
ys_sh_xor_pct=11.8
yosys.area_share.aoi_pct=37.9
ys_sh_simple_pct=22.9
yosys-stat-cells=259
synth_cell_types=52
synth_area_um2=1850
syn_avg_cell_area_um2=7.16
ys_area_um2=1850
yosysWarningCount=0
synthAdderAreaFrac_pct=23.1
topCombFamilyByArea=AND-OR/OR-AND gates
synthCells=259
ys_sh_mux_pct=0.540

[placement]
gp_congestion=0.859
port_buffers=98
place_ws_ns=3.47
dp_hpwl_um=5560

[worst_setup_path]
startpoint_type=primary input
cp_max_fo=4
crit_slowest_cell=clkdlybuf4s50_1
cp.arrival_ns=5.53
slowest_delay_ns=0.52
worst-setup-path-type=primary input to primary output
path_cells=clkdlybuf4s50_1 -> fa_1 -> fa_1 -> a21oi_1 -> o32ai_1 -> o211ai_2 -> a21o_1 -> o21ai_2 -> a21o_1 -> a311oi_1 -> clkdlybuf4s50_1
cp.required_ns=9.04
critPathBufInv=2
worst_path_dominant_cell_family=AND-OR/OR-AND gates
cp-end-kind=primary output

[clock_network]
post_cts.repair.setup_buffers=0
ctsResizeCount=0
ctsHoldBuffers=0

[route]
antenna_cells=0
viasPerCell=5.20
ant_nets=0
remaining_drc_errors=0
drtIter0Drc=66
wirelength_um=6190
routed-via-count=2220
drtPass1Iterations=4
avgRoutedWirePerCell_um=14.5

[floorplan]
die-area_um2=9800
core_area_um2=5990
core.rowCount=28
die_h_um=99
initCoreUtil_pct=31.0
ios=98
die_w_um=99

[pwr]
pwr-share-comb_pct=100.0
p_switching_mw=0.0731
power_density_nw_per_um2=61.6
p_total_mw=0.178
p_sw_share_pct=41.2
irDropWorstVdd_mv=0.0251
pwr-share-clk_pct=0
power_frac_seq_pct=0
p_int_mw=0.104
p_leak_nw=1.21

[worst_hold_path]
hold_start=cin
hp-class=primary input to primary output
hold_depth=3
whs_endpoint=res[0]

[global_routing]
grt_pass1_vias=2141
grt_pass1_wl_um=9980
grt_max_degree=13
grt_usage_pct=11.7
antenna_found_initial=0
globalRouteOverflowTotal=0

[outcome]
status=complete, no violations

[run]
maxCapViolCount=0
warning_count=32

==> layout make-up <==
class,instances,share of cell area (%)
tap,75,3.25
multi-input combinational,247,61.8
inverter,7,0.911
timing repair buffer,98,34.0
==> layout by cell type (no fill, tap or decap), drive strengths merged, types with 6 or more instances in the layout <==
cell type / netlist / routed
a21o: 13 / 13
o21bai: 6 / 6
a21oi: 34 / 34
nand4: 9 / 9
ha: 31 / 31
xor2: 15 / 15
nor3: 7 / 7
o21ai: 21 / 21
inv: 6 / 6
xnor2: 10 / 10
clkdlybuf4s50: 0 / 98
nand2: 25 / 25
nor2: 20 / 20
a211oi: 6 / 6
==> power groups by stage <==
stage | logic [mW] | registers, mW | clock network (mW)
after CTS | 0.181 | 0 | 0
final | 0.178 | 0 | 0
after global routing | 0.197 | 0 | 0
==> worst min-delay path: cells and delay by family <==
kind / cells / cell delay, ns
adders and majority gates: 1 / 0.15
buffers and inverters: 2 / 0.92
==> routing by layer <==
metal	track usage (%)	routed length [um]
met2	19.8	2870
met1	16.0	2960
met5	0	0
met3	1.90	348
met4	0.221	7
==> per-stage QoR <==
| stage | area [um2] | cells | hold WS (ns) |
|---|---|---|---|
| 5_1_grt | 2880 | 427 | 5.64 |
| 2_1_floorplan | 1850 | 259 | 4.62 |
| 3_5_place_dp | 2880 | 427 | 5.61 |
| 4_1_cts | 2880 | 427 | 5.61 |
| 3_3_place_gp | 2880 | 427 | 5.60 |
| 6_report | 2880 | 427 | 5.59 |
==> worst max path at each step <==
stage,startpoint,end,slack (ns),depth (start not counted)
after CTS,a[0],res[28],3.47,11
after global routing,a[0],res[28],3.22,11
final,a[0],res[28],3.51,11
==> kinds of logic (layout without fill, tap and decap cells) <==
| logic type | after synthesis | after routing |
|---|---|---|
| buffers and inverters | 12 | 105 |
| XOR/XNOR | 25 | 25 |
| AND/OR/NAND/NOR | 83 | 83 |
| multiplexers | 1 | 1 |
| adder cells (fa/ha/maj) | 33 | 33 |
| AND-OR/OR-AND | 105 | 105 |
==> synth_stat cells, drive strengths merged, types with 7 or more instances <==
master | n | area, um2
a21oi | 34 | 170
a21o | 13 | 98.9
o21ai | 21 | 109
xnor2 | 10 | 87.6
nor3 | 7 | 35.0
nand4 | 9 | 62.6
xor2 | 15 | 131
nor2 | 20 | 75.1
nand2 | 25 | 104
ha | 31 | 388
Power figures rest on the tool's default switching activity, not on a simulated workload.
