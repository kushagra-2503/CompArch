<file path="./design.v">
module mux2_1(out, sel, in0, in1);
    output out;
    input  in0, in1;
    input sel;
    wire n1, a1, a2;
    not(n1, sel);
    and(a1, in0, n1);
    and(a2, in1, sel);
    or(out, a1, a2);
endmodule
module bit32_mux2_1(out, sel, in0, in1);
    output [31:0] out;
    input [31:0] in0, in1;
    input sel;
    genvar j;
    generate for(j =0; j < 32; j = j+1) begin
        mux2_1 m1(out[j], sel, in0[j], in1[j]);
    end
    endgenerate
endmodule
module mux3_1(out, sel, in0, in1, in2);
    output out;
    input  in0, in1, in2;
    input [1:0]sel;
    wire n0, n1, a1, a2, a3;
    not(n0, sel[0]);
    not(n1, sel[1]);
    and(a1, in0, n0, n1);
    and(a2, in1, sel[0], n1);
    and(a3, in2, n0, sel[1]);
    or(out, a1, a2, a3);
endmodule
module bit32_mux3_1(out, sel, in0, in1, in2);
    output [31:0] out;
    input [31:0] in0, in1, in2;
    input [1:0]sel;
    genvar j;
    generate for(j =0; j < 32; j = j+1) begin: mux_loop
        mux3_1 m(out[j], sel, in0[j], in1[j], in2[j]);
    end
    endgenerate
endmodule
module bit32_and(out, in1, in2);
    output [31:0] out;
    input [31:0] in1, in2;
    assign {out} = in1 & in2;
endmodule
module bit32_or(out, in1, in2);
    output [31:0] out;
    input [31:0]in1, in2;
    assign out = in1 | in2;
endmodule
module bit32_FA(carry, out, a, b, cin);
    output [31:0] out;
    output carry;
    input [31:0] a, b;
    input cin;
    assign {carry, out} = a + b + cin;
endmodule
module alu(cout, result, binvert, a, b, op);
    output cout;
    output [31:0] result;
    input binvert;
    input [31:0] a, b;
    input [1:0] op;
    wire [31:0] w_b, w_and, w_or, w_add;
    bit32_mux2_1 m1(w_b, binvert, b, ~b);
    bit32_and m2(w_and, a, w_b);
    bit32_or m3(w_or, a, w_b);
    bit32_FA m4(cout, w_add, a, w_b, binvert);
    bit32_mux3_1 m5(result, op, w_and, w_or, w_add);
endmodule
</file>
<file path="./constraint.sdc">
current_design alu

set clk_period 17.5
set clk_io_pct 0.2

create_clock -name clk0 -period $clk_period

set non_clock_inputs [all_inputs -no_clocks]
set_input_delay [expr $clk_period * $clk_io_pct] -clock clk0 $non_clock_inputs
set_output_delay [expr $clk_period * $clk_io_pct] -clock clk0 [all_outputs]
</file>
<file path="./config.mk">
export PLATFORM = sky130hd
export DESIGN_NAME = alu
export DESIGN_NICKNAME = alu
export VERILOG_FILES = /design/flow/design.v
export SDC_FILE = /design/flow/constraint.sdc
export NUM_CORES = 4
export LEC_CHECK = 1
export CORE_UTILIZATION = 40
</file>
<file path="./run.sh">
#!/bin/bash
# OpenROAD 26Q1-2900-gdf79404cd8, Yosys 0.63+post, stock flow scripts
make -C /OpenROAD-flow-scripts/flow DESIGN_CONFIG=/design/flow/config.mk WORK_HOME=/design/flow/orfs finish
</file>
==> flow_metrics.env <==
# implementation run metrics
export IMPL_status="finished, final reports clean"
export IMPL_p_sw_uw=94.1
export IMPL_seq_area_um2=0
export IMPL_hold_buffers=0
export IMPL_hpwl_um=7640
export IMPL_drive_above_1_share_pct=3.45
export IMPL_syn_cell_area_um2=3710
export IMPL_grt_pass1_vias=3425
export IMPL_max_freq_ghz=0.0925
export IMPL_viasPerCell=5.26
export IMPL_final_max_slew_viol_count=0
export IMPL_clkPwrFrac_pct=0
export IMPL_aoi_share_pct=29.8
export IMPL_core_area_um2=8850
export IMPL_n_antenna_cell=0
export IMPL_clock_buffers=0
export IMPL_cts_repair_resized=0
export IMPL_fp_dieW_um=98.3
export IMPL_yosys_area_um2=3710
export IMPL_routed_wl_um=9710
export IMPL_grt_overflow=0
export IMPL_finalPower_uw=183
export IMPL_p_leak_uw=0.00210
export IMPL_warnings=58
export IMPL_die_h_um=98.3
export IMPL_mostFrequentLayoutCells="clkdlybuf4s50_1 (98), inv_1 (75), ha_1 (64)"
export IMPL_design_seq_count=0
export IMPL_ant_nets=0
export IMPL_p_int_uw=88.8
export IMPL_grt_pass1_wl_um=16200
export IMPL_whs_path_depth=5
export IMPL_cp_max_fo=34
export IMPL_gp_congestion=0.899
export IMPL_area_growth_pct=19.4
export IMPL_numPortBuffers=100
export IMPL_p_comb_share_pct=100.0
export IMPL_crit_path_start_kind="input pin"
export IMPL_lay_top_count="clkdlybuf4s50_1"
export IMPL_ys_sh_mux_pct=1.89
export IMPL_setup_tns_ns=0
export IMPL_cp_data_required_time_ns=14.00
export IMPL_num_vias=3622
export IMPL_path_class="input pin to output pin"
export IMPL_pwr_share_seq_pct=0
export IMPL_yosys_warnings=0
export IMPL_yosys_stat_seqShare_pct=0
export IMPL_ys_cells=537
export IMPL_fp_utilization_pct=41.9
export IMPL_grtUsageTotal_pct=20.3
export IMPL_wire_per_inst_um=14.1
export IMPL_finalClockPeriodUsage_pct=61.8
export IMPL_max_slew_margin_rel_pct=51.8
export IMPL_topCombFamilyByArea="AND-OR/OR-AND gates"
export IMPL_hold_path_class="input pin to output pin"
export IMPL_drt_iter0_markers=140
export IMPL_dieArea_um2=9660
export IMPL_setup_viol=0
export IMPL_post_route_min_period_ns=10.82
export IMPL_first_pass_iters=17
export IMPL_rsz0062_at_grt="no"
export IMPL_ys_sh_adder_pct=22.1
export IMPL_antenna_found_initial=0
export IMPL_ios=100
export IMPL_tightest_slew_ns=0.717
export IMPL_ys_sh_simple_pct=13.3
export IMPL_p_per_area_nw_per_um2=41.3
export IMPL_drc=0
export IMPL_synth_xor_area_share_pct=13.7
export IMPL_setup_worst_path_end_class="output pin"
export IMPL_arrival_ns=7.32
export IMPL_synth_area_per_cell_um2=6.90
export IMPL_syn_inst=537
export IMPL_swShare_pct=51.4
export IMPL_grt_max_degree=61
export IMPL_ir_worst_vdd_uv=17.6
export IMPL_drv_cap=0
export IMPL_ys_types=60
export IMPL_cts_setup_buffers=0
export IMPL_hold_viol_final=0
export IMPL_rows=34
export IMPL_holdWs_ns=8.06
-- area by class of cell --
class                      instances  area, um^2
fill                             911        4420
inverter                          75         282
multi-input combinational        402        3000
tap                              108         135
timing repair buffer             103        1010
-- routing by layer --
layer	routed length, um	GRT usage, %	part of all wire, %	vias up
li1	-	-	-	1917
met3	305	0.727	3.1	6
met5	0	0	0	-
met1	4710	29.0	49	1617
met4	88	1.95	0.91	0
met2	4610	35.5	47	82
-- critical path, stage by stage --
cell and delay [ns]:
buf_2 0.08, buf_4 0.46, xor2_1 0.23, inv_1 0.10, fa_1 0.42, nand3b_1 0.19, nand2_1 0.19, a31oi_4 0.14
o41ai_4 0.64, a31oi_2 0.21, or4_1 0.54, o211ai_1 0.11, clkdlybuf4s50_1 0.48
-- synth_stat cells, drive strengths merged, types with 3 or more instances --
library cell  instances  share of area [%]
nor2                 14                1.4
a211oi                6                1.2
nor3                  4               0.54
clkbuf               21                2.8
buf                  38                7.9
a221oi                3               0.71
ha                   64                 22
inv                  75                7.6
o21a                  5                1.0
o22ai                27                4.6
o21bai                5                1.0
a21oi                34                4.6
a31oi                 6                1.6
o21ai                45                6.2
o31ai                 3               0.61
and4                  3               0.71
o211ai                5                1.0
mux2i                 7                1.9
xor2                 48                 11
a21o                 12                2.5
and3                  4               0.91
xnor2                10                2.4
nand2                52                5.3
nand4                 6                1.0
and2                  3               0.54
nand3                 7               0.94
-- through the flow --
stage / cells / setup WS [ns] / util (%) / area [um^2]
after floorplan: 537 / 7.26 / - / 3710
after global placement: 688 / 6.71 / 50.0 / 4430
after detailed placement: 688 / 6.68 / 50.0 / 4430
after CTS: 688 / 6.66 / 50.0 / 4430
after global routing: 688 / 6.43 / 50.0 / 4430
final: 688 / 6.68 / 50.0 / 4430
-- path summary, 6_finish.rpt --
kind                     from    endpoint  slack [ns]
worst max-delay path  binvert  result[28]        6.68
worst min-delay path  binvert   result[0]        8.06
-- power groups by stage --
stage / logic, uW / registers, uW / clock network (uW)
final: 183 / 0 / 0
after global routing: 204 / 0 / 0
after CTS: 184 / 0 / 0
-- cell families (layout without fill, tap and decap cells) --
logic type / after synthesis / count (layout)
and+or+nand+nor: 103 / 103
buffers and inverters: 135 / 178
xor gates and xnor gates: 58 / 58
adders and majority gates: 65 / 65
muxes: 7 / 7
AOI/OAI and AO/OA: 169 / 169
Power and IR drop assume default switching activity.
